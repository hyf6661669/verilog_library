===== run.sh =====
#!/bin/bash
# OpenROAD 26Q1-2900-gdf79404cd8, Yosys 0.63+post, stock flow scripts
make -C /OpenROAD-flow-scripts/flow DESIGN_CONFIG=/design/flow/config.mk WORK_HOME=/design/flow/orfs finish

===== config.mk =====
export PLATFORM = sky130hd
export DESIGN_NAME = fmul64_lsh_overflow_lgs_mask
export DESIGN_NICKNAME = fmul64_lsh_overflow_lgs_mask
export VERILOG_FILES = /design/flow/design.v
export SDC_FILE = /design/flow/constraint.sdc
export NUM_CORES = 4
export LEC_CHECK = 1
export CORE_AREA = 10 10 266 266
export DIE_AREA = 0 0 276 276

===== constraint.sdc =====
current_design fmul64_lsh_overflow_lgs_mask

set clk_period 5.0
set clk_io_pct 0.2

create_clock -name clk0 -period $clk_period

set non_clock_inputs [all_inputs -no_clocks]
set_input_delay [expr $clk_period * $clk_io_pct] -clock clk0 $non_clock_inputs
set_output_delay [expr $clk_period * $clk_io_pct] -clock clk0 [all_outputs]

===== design.v =====
module fmul64_lsh_overflow_lgs_mask #(
)(
	input  logic [ 6 - 1:0] 	lsh_num_i,
	output logic [53 - 1:0] 	overflow_mask_o,
	output logic [53 - 1:0] 	overflow_l_mask_o,
	output logic [53 - 1:0] 	overflow_g_mask_o,
	output logic [52 - 1:0] 	overflow_s_mask_o,
	output logic [53 - 1:0] 	overflow_l_mask_uf_check_o,
	output logic [52 - 1:0] 	overflow_g_mask_uf_check_o,
	output logic [51 - 1:0] 	overflow_s_mask_uf_check_o,
	output logic [53 - 1:0] 	normal_l_mask_o,
	output logic [52 - 1:0] 	normal_g_mask_o,
	output logic [51 - 1:0] 	normal_s_mask_o,
	output logic [52 - 1:0] 	normal_l_mask_uf_check_o,
	output logic [51 - 1:0] 	normal_g_mask_uf_check_o,
	output logic [50 - 1:0] 	normal_s_mask_uf_check_o
);
genvar i;
logic [106 - 1:0] overflow_mask;
logic [106 - 1:0] overflow_l_mask;
logic [106 - 1:0] overflow_g_mask;
logic [106 - 1:0] overflow_s_mask_temp;
logic [106 - 1:0] overflow_s_mask;
logic [106 - 1:0] overflow_l_mask_uf_check;
logic [106 - 1:0] overflow_g_mask_uf_check;
logic [106 - 1:0] overflow_s_mask_uf_check;
logic [106 - 1:0] normal_l_mask;
logic [106 - 1:0] normal_g_mask;
logic [106 - 1:0] normal_s_mask;
logic [106 - 1:0] normal_l_mask_uf_check;
logic [106 - 1:0] normal_g_mask_uf_check;
logic [106 - 1:0] normal_s_mask_uf_check;
assign overflow_mask = {1'b1, 105'b0} >> lsh_num_i;
assign overflow_l_mask = overflow_mask >> 52;
assign overflow_g_mask = overflow_l_mask >> 1;
assign overflow_s_mask_temp = overflow_g_mask >> 1;
assign normal_l_mask = overflow_g_mask;
assign normal_g_mask = normal_l_mask >> 1;
generate
for(i = 105; i >= 1; i--) begin
    assign overflow_s_mask[i] = |overflow_s_mask_temp[105:i];
end
endgenerate
assign overflow_s_mask[0] = |overflow_s_mask_temp[105:0];
assign normal_s_mask = overflow_s_mask >> 1;
assign overflow_l_mask_uf_check = overflow_l_mask >> 1;
assign overflow_g_mask_uf_check = overflow_g_mask >> 1;
assign overflow_s_mask_uf_check = overflow_s_mask >> 1;
assign normal_l_mask_uf_check = normal_l_mask >> 1;
assign normal_g_mask_uf_check = normal_g_mask >> 1;
assign normal_s_mask_uf_check = normal_s_mask >> 1;
assign overflow_mask_o = overflow_mask[105 -: 53];
assign overflow_l_mask_o = overflow_l_mask[53:1];
assign overflow_g_mask_o = overflow_g_mask[52:0];
assign overflow_s_mask_o = overflow_s_mask[51:0];
assign overflow_l_mask_uf_check_o = overflow_l_mask_uf_check[52:0];
assign overflow_g_mask_uf_check_o = overflow_g_mask_uf_check[51:0];
assign overflow_s_mask_uf_check_o = overflow_s_mask_uf_check[50:0];
assign normal_l_mask_o = normal_l_mask[52:0];
assign normal_g_mask_o = normal_g_mask[51:0];
assign normal_s_mask_o = normal_s_mask[50:0];
assign normal_l_mask_uf_check_o = normal_l_mask_uf_check[51:0];
assign normal_g_mask_uf_check_o = normal_g_mask_uf_check[50:0];
assign normal_s_mask_uf_check_o = normal_s_mask_uf_check[49:0];
endmodule

==> impl_metrics.toml <==
# generated from flow reports
[final_timing]
setup_viol = 0
slew_viol_final = 0
max_freq_mhz = 230
finalCritPeriodShare_pct = 86.8
post-route-min-period_ns = 4.34
hold_violations = 0
timing.final.ws_setup_ns = 0.659
worst_pin_slew_ns = 0.756
rsz0062_at_grt = "false"
slew_headroom_pct = 49.1
fin_setup_tns_ns = 0

[placed_design]
dp_hpwl_um = 32500
dp.cells = 1799
io_buffers = 682
gp_congestion = 0.871
place_ws_ns = 0.653

[setup_path]
cp_cell_sequence = "clkdlybuf4s50_1 > buf_4 > a211o_1 > o21ai_0 > clkdlybuf4s50_1"
cpMostUsedCell = "clkdlybuf4s50_1"
worst_path_max_delay_cell = "clkdlybuf4s50_1"
critical-path-max-stage-delay_ns = 0.68
path_max_fanout = 18
startpoint = "lsh_num_i[2]"
cp-start-kind = "input pin"
cp.arrival_ns = 3.34
criticalPathCategory = "input pin to output pin"
worst_ep_required_time_ns = 4.00
end_kind = "output pin"

[power]
p_switching_w = 0.000164
total_leakage_power_nw = 3.32
swShare_pct = 39.3
power_density_nw_per_um2 = 43.3
irDropWorstVdd_mv = 0.0454
p_comb_share_pct = 100.0
pwr-share-clk_pct = 0
pwr-share-seq_pct = 0
p_int_w = 0.000253

[synthesis]
avgSynthCellArea_sq_um = 7.03
syn-cell-area_sq_um = 5230
top_area_share_pct = 82.4
top_cells_by_area = "buf_4 82%, nor2_1 3.4%, a21oi_1 1.3%"
netlist_instances = 744
yosys.area.top_type = "buf_4"
adder_share_pct = 0
synth_seq_share_pct = 0
yosysChipArea_sq_um = 5230
synth_cell_types = 31
synth_xor_xnor_area_share_pct = 0
mux_share_pct = 0
ys_cells = 744
simple_gate_area_share_pct = 10.7
topCombFamilyByArea = "buffers and inverters"
yosys.area_share.aoi_pct = 4.38
ys_warn_count = 0

[finish]
seq_cell_count = 0
drive_above_1_share_pct = 15.0
final_cells = 1800
fillCellCount = 7183
area_growth_pct = 83.9
seq_area_sq_um = 0
clock_buffer_count = 0

[drt]
viasPerCell = 2.72
wl_per_cell_um = 20.2
vias = 4903
ant_nets = 0
first_pass_iters = 4
drt_iter0_markers = 149
drc = 0
drt-total-wl_um = 36300

[global_route]
grt_pass1_wl_um = 48700
grt_pass1_vias = 5516
globalRouteOverflowTotal = 0
antenna_found_initial = 4
track_usage_pct = 8.96
grt_max_degree = 24

[cts]
cts-hold-fix-buffers = 0
post-cts-setup-buffers = 0
cts.repair.resized = 0

[status]
status = "completed"

[floorplan]
core-area_sq_um = 64700
fp_util_pct = 8.08
chipArea_sq_um = 76200
io_pins = 682
die_h_um = 276
rows = 93
fp.dieW_um = 276

[worst_hold_path]
min-delay-start = "lsh_num_i[4]"
hold_class = "input pin to output pin"

[flow_run]
warnings = 32
max-cap-violations = 0
stage by stage:
step	hold slack, ns	util [%]	cell area [sq um]	power, W
final	2.84	14.9	9620	0.000417
after global routing	2.90	14.9	9610	0.000450
after CTS	2.86	14.9	9610	0.000432
after global placement	2.86	14.9	9610	0.000430
after detailed placement	2.86	14.9	9610	0.000428
after floorplan	2.16	-	5230	0.000186
power groups by stage:
stage	registers, W	logic, W	clock network [W]
final	0	0.000417	0.0000000000142
after global routing	0	0.000450	0
after CTS	0	0.000432	0
area by class of cell:
class	count	area, sq um	area share, %
antenna	1	2.50	0.0260
inverter	3	11.3	0.117
tap	855	1070	11.1
multi-input combinational	142	803	8.35
timing repair buffer	799	7730	80.4
synth_stat cells, types with 3 or more instances:
master	instances
a21o_1	3
inv_1	3
and2_1	3
nor2_1	47
buf_2	14
buf_4	574
o21ai_0	10
nor3_1	12
nand4bb_1	4
or2_2	4
clkbuf_1	9
nand4b_1	3
or4b_4	4
nand2b_1	4
a31oi_1	3
nor2_2	4
nand2_1	10
a21oi_1	14
cell families after synthesis:
logic type | count (synthesis)
buffers and inverters | 602
AND/OR/NAND/NOR | 104
AND-OR/OR-AND | 38
layer usage:
metal	routed length, um	GRT usage (%)	vias to the layer above
li1	-	-	2140
met1	14600	10.6	2300
met2	17600	15.7	455
met3	4060	3.87	6
met4	40	0.0978	2
met5	11	0	-
final timing paths:
check	end	cells past startpoint
worst max-delay path	overflow_s_mask_uf_check_o[16]	5
worst min-delay path	overflow_mask_o[0]	5
critical path, delay by kind of cell:
family	cells	cell delay, ns
AND-OR/OR-AND	2	0.94
buffers and inverters	3	1.39
cells in the final DEF (no fill, tap or decap), drive strengths merged, types with 4 or more instances in the layout:
cell type	Yosys	layout
clkdlybuf4s50	0	676
buf	590	123
nor2	51	51
nor3	12	12
or2	6	6
or4b	4	4
o21ai	10	10
nand4bb	4	4
a21oi	15	15
nand2	10	10
nand2b	4	4
No activity file was given, so power comes from the tool's default toggle rates.
